--- config.mk ---
export PLATFORM = sky130hd
export DESIGN_NAME = Integration
export DESIGN_NICKNAME = Integration
export VERILOG_FILES = /design/flow/design.v
export SDC_FILE = /design/flow/constraint.sdc
export NUM_CORES = 4
export LEC_CHECK = 1
export CORE_UTILIZATION = 30
--- constraint.sdc ---
current_design Integration

set clk_period 22.4
set clk_io_pct 0.2

create_clock -name clk0 -period $clk_period [get_ports {clk}]

set non_clock_inputs [all_inputs -no_clocks]
set_input_delay [expr $clk_period * $clk_io_pct] -clock clk0 $non_clock_inputs
set_output_delay [expr $clk_period * $clk_io_pct] -clock clk0 [all_outputs]
--- design.v ---
module ALU(alu_result,zero,clk,inputA,inputB,signextend,pc,alu_control,alu_src_A,alu_src_B);
  output reg [31:0] alu_result;
  output reg zero;
  input clk;
  input wire [31:0] inputA,inputB;
  input wire [31:0] signextend;
  input wire [31:0]pc;
  input wire [3:0] alu_control;
  input wire alu_src_A;
  input wire [1:0]alu_src_B;
 reg [31:0] input1,input2;
 initial
    begin
        alu_result = 32'h0000_0000;
        zero = 1'b0;
    end
  always@(*)begin
	if(alu_src_A)
		input1=inputA;
	else
		input1=pc;
  end
  always@(*)begin
	case(alu_src_B)
		00:input2=inputB;
		01:input2=1;
		10:input2=signextend;
	endcase	
  end
  always @(*)
      begin
          case (alu_control)
          4'b0010: alu_result = input1 + input2; 
          4'b0110: alu_result = input1 - input2; 
          4'b0000: alu_result = input1 & input2; 
          4'b0001: alu_result = input1 | input2; 
          4'b1100: alu_result = ~(input1 | input2); 
          4'b1001: alu_result = input2 << input1 ; 
       endcase
      end
  always@(alu_result)       
    begin
      if(alu_result == 32'h0000_0000)
            zero = 1'b1;
        else
            zero = 1'b0;
    end
endmodule
`timescale 1ns / 1ps
module ALUreg(input[31:0]alu_result,
	input clk,input rst,
	output reg[31:0]alu_ou_result
    );
	always@(posedge clk or posedge rst)begin
		if(rst)
			alu_ou_result<=0;
		else
			alu_ou_result<=alu_result;
	end
endmodule
module registerA(input clk,input rst, input [31:0]rs_data,
	output reg[31:0]A_out
    );
	always@(posedge clk or posedge rst)begin
		if(rst)
			A_out<=0;
		else
			A_out<=rs_data;
	end
endmodule
module Alu_Control(input clk,input rst,
	input [5:0]func,
	input[1:0]alu_op,
	output reg[3:0] alu_control
    );
	always @(*) begin
    if (rst) begin
        alu_control = 4'b0000;
    end
    else begin
        case (alu_op)
            2'b10: case (func)
                6'b000000: alu_control = 4'b0010;
                6'b000001: alu_control = 4'b0110;
                6'b000010: alu_control = 4'b0000;
                default: alu_control = 4'b0010;
            endcase
            2'b11: alu_control = 4'b0010;
            default: alu_control = 4'b0010;
        endcase
    end
end
endmodule
module registerB(input clk,input rst, input [31:0]rt_data,
	output reg[31:0]B_out
    );
	always@(posedge clk or posedge rst)begin
		if(rst)
			B_out<=0;
		else
			B_out<=rt_data;
	end
endmodule
`timescale 1ns / 1ps
module Instruction_reg(input [31:0]instruction,
input IRwrite,
input clk,
input rst,
output reg[5:0]opcode,
output reg[5:0]func,
output reg[31:0]jump_address,
output reg[4:0]rs,
output reg[4:0]rt,
output reg[4:0]rd,
output reg[31:0]signextend
    );
always@(posedge clk or posedge rst)begin
	if(rst)begin
		opcode=0;
		rs=0;
		rt=0;
		rd=0;
	end	
	else begin
		if(IRwrite)begin
			opcode=instruction[31:26];
			rs=instruction[25:21];
			rt=instruction[20:16];
			rd=instruction[15:11];
			func=instruction[5:0];
			jump_address=instruction[15:0];
			signextend= {{16{instruction[15]}}, instruction[15:0]};
		end	
	end 
end
endmodule
`timescale 1ns / 1ps
module Integration(input clk,
	 input rst,
	 output [31:0]instruction,
	 output [31:0]data_in,
	  output [31:0]data_out,
	 output [31:0]pc_out,
	 output [31:0]jump_address,
	 output [5:0] opcode,
    output PCWrite,
    output IorD,
    output MemWrite,
    output IRWrite,
    output ALUSrcA,
    output [1:0] ALUSrcB,
    output [1:0] ALUOp,
    output MemtoReg,
    output RegWrite,
    output RegDst,
    output PCWriteCond,
    output MemRead,
    output [1:0] PCSource,
    output Branch,
	 output [4:0]rs,
	 output [4:0]rt,
	 output [4:0]rd,
	 output [31:0]alu_result
 );
 	wire [5:0]func;
	wire [31:0]signextend;
	wire [31:0]rs_data;
	wire [31:0]rt_data;
	 wire [31:0]mdr_result;
	 wire [31:0]A_out;
	  wire [31:0]B_out;
	  wire [31:0]alu_ou_result;
	   wire[3:0]alu_control;
	 wire zero;
PC pc (
    .clk(clk), 
    .rst(rst), 
    .jump_address(jump_address),
    .pc_source(PCSource), 
    .pcwrite(PCWrite), 
    .pc_out(pc_out)
    );
memory mem (
    .pc_address(pc_out), 
    .alu_address(rd), 
    .data_in(alu_ou_result), 
    .data_out(data_out), 
    .clk(clk), 
    .rst(rst), 
    .we(MemWrite), 
    .IorD(IorD), 
    .memread(MemRead)
    );
	Instruction_reg IR (
    .instruction(data_out), 
    .IRwrite(IRWrite), 
    .clk(clk), 
    .rst(rst), 
    .opcode(opcode), 
    .func(func), 
    .jump_address(jump_address), 
    .rs(rs), 
    .rt(rt), 
    .rd(rd), 
    .signextend(signextend)
    );
	 memory_data_register mdr (
    .data_in(data_out), 
    .clk(clk), 
    .rst(rst), 
    .mdr_result(mdr_result)
    );
	 controlunit control (
    .clk(clk), 
    .rst(rst), 
    .opcode(opcode), 
    .PCWrite(PCWrite), 
    .IorD(IorD), 
    .MemWrite(MemWrite), 
    .IRWrite(IRWrite), 
    .ALUSrcA(ALUSrcA), 
    .ALUSrcB(ALUSrcB), 
    .ALUOp(ALUOp), 
    .MemtoReg(MemtoReg), 
    .RegWrite(RegWrite), 
    .RegDst(RegDst), 
    .PCWriteCond(PCWriteCond), 
    .MemRead(MemRead), 
    .PCSource(PCSource), 
    .Branch(Branch)
    );
	Registers registermem (
    .clk(clk), 
    .rst(rst), 
    .rs(rs), 
    .rt(rt), 
    .rd(rd), 
    .regdst(RegDst), 
    .regwrite(RegWrite), 
    .memtoreg(MemtoReg), 
    .alu_ou_result(alu_ou_result), 
    .mdr_result(mdr_result), 
    .rs_data(rs_data), 
    .rt_data(rt_data)
    );
	 registerA Areg (
    .clk(clk), 
    .rst(rst), 
    .rs_data(rs_data), 
    .A_out(A_out)
    );
	 registerB Breg (
    .clk(clk), 
    .rst(rst), 
    .rt_data(rt_data), 
    .B_out(B_out)
    );
	Alu_Control alu_cont(
    .clk(clk), 
    .rst(rst), 
    .func(func), 
    .alu_op(ALUOp), 
    .alu_control(alu_control)
    );
	ALU alu (
    .alu_result(alu_result), 
    .zero(zero), 
	 .clk(clk),
    .inputA(A_out), 
    .inputB(B_out), 
    .signextend(signextend), 
    .pc(pc_out), 
    .alu_control(alu_control), 
    .alu_src_A(ALUSrcA), 
    .alu_src_B(ALUSrcB)
    );
	 ALUreg alureg (
    .alu_result(alu_result), 
    .clk(clk), 
    .rst(rst), 
    .alu_ou_result(alu_ou_result)
    );
endmodule
`timescale 1ns / 1ps
module PC(input clk,input rst, 
	input [31:0]jump_address,
	input[31:0] alu_ou_result,
	input [31:0]alu_result,
	input [1:0]pc_source,
	input zero,
	input pcwrite ,
	output reg [31:0] pc_out
    );
	 wire pc_in;
	always@(posedge clk or posedge rst)begin
		if(rst)begin
			pc_out<=0;
		end
		else begin
			if(pcwrite)begin
				case(pc_source)
					2'b00:pc_out<=pc_out+1;
					2'b01:pc_out<=alu_ou_result;
					2'b10:pc_out<=jump_address;
					default:pc_out<=alu_result;
				endcase
			end
		end
	end
endmodule
module Registers( input clk,input rst,
	input [4:0]rs,
	input [4:0]rt,
	input [4:0]rd,	
	input regdst,
	input regwrite,
	input memtoreg,
	input[31:0] alu_ou_result,
	input[31:0]mdr_result,
	output reg[31:0]rs_data,
	output reg[31:0]rt_data
    );
	reg [31:0] register [9:0];
	initial begin
		register[0]=32'b000000_00000_00000_00000_000000_00001;
		register[1]=32'b000000_00000_00000_00000_000000_00010;
		register[2]=32'b000000_00000_00000_00000_000000_00100;
		register[3]=32'b000000_00000_00000_00000_000000_00100;
		register[4]=32'b000000_00000_00000_00000_000000_00100;
	end
	always@(*)begin
		if(rst)begin
			rs_data=0;
			rt_data=0;
		end
		else begin
			rs_data=register[rs];
			rt_data=register[rt];
		end
	end
	always@(posedge clk)begin
		if(regwrite)begin
			if(regdst)begin
				if(memtoreg)begin
					register[rd]<=mdr_result;
				end
				else
					register[rd]<=alu_ou_result;
			end
			else begin
				if(memtoreg)begin
					register[rt]<=mdr_result;
				end
				else
					register[rt]<=alu_ou_result;
			end
		end
	end
endmodule
`timescale 1ns / 1ps
module controlunit (
    input clk,
    input rst,
    input [5:0] opcode,
    output PCWrite,
    output IorD,
    output MemWrite,
    output IRWrite,
    output ALUSrcA,
    output [1:0] ALUSrcB,
    output [1:0] ALUOp,
    output MemtoReg,
    output RegWrite,
    output RegDst,
    output PCWriteCond,
    output MemRead,
    output [1:0] PCSource,
    output Branch
    );
  reg PCWrite_reg, IorD_reg, MemWrite_reg, IRWrite_reg, ALUSrcA_reg, MemtoReg_reg, RegWrite_reg, RegDst_reg, PCWriteCond_reg, MemRead_reg, Branch_reg;
  reg [1:0] PCSource_reg;
  reg [1:0] ALUSrcB_reg;
  reg [1:0] ALUOp_reg;
    reg [3:0] next_state, current_state;
    parameter IDLE = 4'b0000, FETCH = 4'b0001, DECODE = 4'b0010, RTYP1 = 4'b0011, RTYP2 = 4'b0100, LW = 4'b0101,
    LW1 = 4'b0110, LW2 = 4'b0111, SW = 4'b1000, SW1 = 4'b1001, BEQ = 4'b1010, JUMP = 4'b1011;
    always@(posedge clk or posedge rst)
    begin 
        if(rst)
            current_state <= IDLE;
        else
            current_state <= next_state;
    end
    always@(current_state or opcode) begin
        case(current_state)
            IDLE: next_state = FETCH;
            FETCH: next_state= DECODE;
            DECODE: 
                case(opcode)
                    6'b000000: next_state = RTYP1;
                    6'b100011: next_state = LW;
                    6'b101011: next_state = SW;
                    6'b000100: next_state = BEQ;
                    6'b001000: next_state = JUMP;
                    default: next_state = IDLE;
                endcase
            RTYP1: next_state = RTYP2;
            LW: next_state = LW1;
            LW1: next_state = LW2;
            SW: next_state = SW1;
            SW1: next_state = IDLE;
            LW2: next_state = IDLE;
            RTYP2: next_state = IDLE;
            BEQ: next_state = IDLE;
            JUMP: next_state = IDLE;
        endcase
    end
    always@(current_state)
    begin
            PCWrite_reg = 0;
            IorD_reg = 0;
            MemWrite_reg = 0;
            IRWrite_reg = 0;
            ALUSrcA_reg = 0;
            ALUSrcB_reg = 0;
            ALUOp_reg = 0;
            MemtoReg_reg = 0;
            RegWrite_reg = 0;
            RegDst_reg = 0;
            PCWriteCond_reg = 0;
            MemRead_reg = 0;
            PCSource_reg = 0;
            Branch_reg = 0;
        case(current_state)
            FETCH: begin
                PCWrite_reg = 1;
                IRWrite_reg = 1;
                ALUSrcB_reg = 2'b01;
					 MemRead_reg=1;
            end
            DECODE: begin
                ALUSrcB_reg = 2'b11;
            end
            RTYP1: begin
                ALUSrcA_reg = 1;
                ALUOp_reg = 2'b10;
            end
            RTYP2: begin
                RegDst_reg = 1;
                RegWrite_reg = 1;
            end
            LW, SW: begin
                ALUSrcA_reg = 1;
                ALUSrcB_reg = 2'b10;
            end
            LW1: begin
                IorD_reg = 1;
            end
            LW2: begin
                MemtoReg_reg = 1;
                RegWrite_reg = 1;
            end
            SW1: begin
                IorD_reg = 1;
                MemWrite_reg = 1;
            end
            BEQ: begin
                ALUSrcA_reg = 1;
                ALUOp_reg = 2'b01;
                PCSource_reg = 2'b01;
                Branch_reg = 1;
            end
            JUMP: begin
                PCSource_reg = 2'b10;
                PCWrite_reg = 1;
            end
        endcase
    end
    assign PCWrite = PCWrite_reg;
    assign IorD = IorD_reg;
    assign MemWrite = MemWrite_reg;
    assign IRWrite = IRWrite_reg;
    assign ALUSrcA = ALUSrcA_reg;
    assign ALUSrcB = ALUSrcB_reg;
    assign ALUOp = ALUOp_reg;
    assign MemtoReg = MemtoReg_reg;
    assign RegWrite = RegWrite_reg;
    assign RegDst = RegDst_reg;
    assign PCWriteCond = PCWriteCond_reg;
    assign MemRead = MemRead_reg;
    assign PCSource = PCSource_reg;
    assign Branch = Branch_reg;
endmodule
`timescale 1ns / 1ps
module memory
(	input [31:0]pc_address,
	input [4:0]alu_address, 
	input [31:0]data_in, 
	output reg [31:0] data_out,  
	input clk,
	input rst, 
	input we,
	input IorD,
	input memread); 
	reg [31:0] mem_memory [9:0];
	initial begin
		mem_memory [0] = 32'b000000_00001_00010_00011_000000_00010;  
		mem_memory [1] = 32'b001000_00000_00000_00000_000000_00011;
		mem_memory [2] = 32'b000000_00001_00010_00011_000000_00010;
		mem_memory [3] = 32'b000000_00001_00010_00011_000000_10000;
	end
	always@(posedge clk) begin
		if(we)begin
				mem_memory[alu_address]<=data_in;			
			end
	end
	always @(*)begin
		if(rst)begin
			data_out=0;
		end
		else begin
			if(memread)begin
				if(!IorD)begin
					data_out=mem_memory [pc_address] ; 
				end	
				else
					data_out=mem_memory [alu_address] ;
			end	
		end		
	end
endmodule 
`timescale 1ns / 1ps
module memory_data_register(input [31:0]data_in,
	input clk,input rst,
	output reg [31:0]mdr_result
    );
	always@(posedge clk or posedge rst)begin
		if(rst)begin
			mdr_result<=0;
		end
		else
			mdr_result<=data_in;
	end
endmodule
--- run.sh ---
#!/bin/bash
# OpenROAD 26Q1-2900-gdf79404cd8, Yosys 0.63+post, stock flow scripts
make -C /OpenROAD-flow-scripts/flow DESIGN_CONFIG=/design/flow/config.mk WORK_HOME=/design/flow/orfs finish
==> results_slide.txt <==
Physical Implementation Snapshot

Logic synthesis
  – Cell variety after synth: 64
  – Mux share: 14.2%
  – AND-OR/OR-AND share of the synthesized area: 7.07%
  – Cells after Synth: 2,616
  – Post-synthesis sequential element count: 941
  – Share of async-settable or async-resettable flops after synthesis: 19.7%
  – Synthesized area: 39,500 sq um
  – Total cell area reported by yosys after synthesis: 39,500 sq um
  – Flip-flops with a built-in enable: 656
  – Fraction of synthesized cell area in xor and xnor cells: 1.64%
  – Cell count listed in synth_stat.txt: 2,616
  – Synthesized area divided by synthesized cell count: 15.1 sq um
  – Leading register cell type out of synthesis: sky130_fd_sc_hd__edfxtp_1
  – Simple logic cell fraction of the synthesized area: 7.17%
  – Yosys synthesis warning count: 139
  – Combinational family with the most area after synthesis: multiplexers
  – Adder share: 1.25%

Layout
  – Area Growth Syn to Fin: 16.9%
  – Final standard cell count with taps included and fillers excluded: 4,621
  – Flop area: 25,800 sq um
  – Fill cell count: 12,300
  – MI comb area: 13,000 sq um
  – Share of cells above drive strength 1: 17.8%

Power
  – Net Sw Frac: 21.1%
  – Total power per unit cell area: 71.5 nW/um^2
  – Comb pwr share: 3.1%
  – Net switching power: 0.000698 W
  – Leak pwr: 16.4 nW
  – Share of power burned in registers: 51.8%
  – Largest vdd supply drop: 0.0000499 V
  – Cell-internal power: 0.00260 W
  – Relative contribution of the clock network to total power: 45.1%

Global routing
  – Wire length of the first global-routing pass: 162,000 um
  – All-layer global routing usage: 17.9%
  – Largest net degree at the start of global routing: 86
  – Number of global-route vias before repair: 24,000
  – Initial antenna violation count: 4
  – Grt total ovfl: 0

Worst setup path
  – Setup Crit Path Kind: in -> out
  – Cell count of the worst reg-to-reg path: 21
  – Beginning of the worst register-to-register path: control.current_state[1]
  – Setup slack, reg-to-reg: 16,220 ps
  – Nature of the critical path endpoint: primary output
  – Kind of launch point of the worst setup path: input port
  – Worst Path Max Fanout: 31
  – Crit Reg-Reg Endpoint: alureg.alu_ou_result[30]
  – Critical path data required time: 17,920 ps
  – Worst endpoint data arrival time: 9910 ps

Timing
  – Tmin final: 14,390 ps
  – Setup violation total in the final timing report: 0
  – Fraction of the cycle the final worst path needs: 64.2%
  – Actual transition at the worst max-transition pin: 1080 ps
  – Number of unconstrained endpoints: 184
  – Count of unclocked register or latch pins: 100
  – Final Max-Slew Violation Tally: 0
  – Worst relative slew slack: 26.8%
  – Number of failing hold endpoints at the final stage: 0
  – Maximum clock rate: 69.5 MHz
  – Total Negative Setup Slacks: 0 ps
  – RSZ-0062 raised after global routing: no
  – Slack of the critical path: 8010 ps
  – Skew final: 31.8 ps

Routing
  – Wire length after detailed routing: 112,000 um
  – Met2 wire length: 47,600 um
  – DRC violation count after routing: 0
  – Uppermost metal layer occupied by signal nets: met5
  – Detailed-router iteration count before antenna repair: 6
  – DRT antenna net count: 0
  – Drt wl/cell: 24.3 um
  – Per-cell via count in the routed design: 5.09
  – Detailed-routed wire length on met3: 19,000 um
  – Detailed router's first-iteration violation count: 1,663
  – Routed via count: 23,500
  – Length of routed wiring on met1: 42,000 um

Min path
  – Min-Delay Startpoint: IR.rt[4]
  – Kind of path behind the tightest hold check: reg -> reg
  – Worst hold stages: 1
  – Hold Path Sink: IR.rt[4]

CTS
  – Clock latency on the worst-skew pair: 660 ps
  – H-tree depth: 3
  – Clock-pin slew reported for the worst setup and hold paths after clock tree synthesis: 60 ps
  – Cts bufs inserted: 88
  – CTS root buf: sky130_fd_sc_hd__clkbuf_16
  – Hold-fix buffers at CTS: 0
  – Cell resize tally after clock tree synthesis: 0
  – Clock tree from TritonCTS: yes
  – Post CTS Setup Buffer Count: 0
  – Maximum number of buffers from clock root to sink: 3

Floorplan
  – Total Die Area: 133,000 sq um
  – Number of top-level design ports: 232
  – Number of placement rows: 132
  – Area of the core region: 130,000 sq um
  – Fraction of the core area occupied by cells at floorplan: 30.4%
  – Height of the die: 365 um
  – Width of the die: 365 um

Placed design
  – Worst Setup Slack post-DPL: 8160 ps
  – Instance count after placement with tap cells included: 4,455
  – RD Place Congestion: 0.961
  – Post-DP HPWL: 70,700 um
  – Count of buffers from port buffering: 150

Flow run
  – Tool warning count: 29
  – Max_cap viols: 0

Status
  – Status: complete, no violations
## routing by layer
| metal | GRT usage, % | vias up |
|---|---|---|
| met5 | 0.726 | - |
| met4 | 4.80 | 6 |
| met3 | 12.8 | 209 |
| met2 | 24.7 | 1408 |
| met1 | 22.8 | 11600 |
| li1 | - | 10300 |
## metrics by stage
step	hold slack, ps	instance area [sq um]	utilization, %	total power, W
4_1_cts	513	46200	35.5	0.00333
3_3_place_gp	484	43300	33.2	0.00185
5_1_grt	529	46200	35.5	0.00340
3_5_place_dp	497	43300	33.2	0.00185
2_1_floorplan	426	40000	-	0.00181
6_report	508	46200	35.5	0.00330
## logic make-up after synthesis
group | after synthesis
buffers and inverters | 265
other | 1
AND-OR/OR-AND | 408
latches | 100
multiplexers | 314
flip-flops | 841
XOR/XNOR | 74
AND/OR/NAND/NOR | 574
adder cells (fa/ha/maj) | 39
## power groups by stage
| stage | logic [W] | clock network [W] | registers, W |
|---|---|---|---|
| 4_1_cts | 0.000104 | 0.00152 | 0.00171 |
| 6_report | 0.000103 | 0.00149 | 0.00171 |
| 5_1_grt | 0.000113 | 0.00157 | 0.00171 |
## worst max path at each step
stage / start / end / slack [ps] / cells past startpoint
after CTS: rst / alu_result[30] / 8150 / 18
after global routing: rst / alu_result[30] / 7830 / 18
final: rst / alu_result[30] / 8010 / 18
## area by class of cell
type / count / share of cell area, %
Sequential cell: 941 / 55.9
Antenna cell: 1 / 0.00541
Multi-Input combinational cell: 1522 / 28.2
Clock inverter: 40 / 1.02
Timing Repair Buffer: 228 / 4.54
Inverter: 22 / 0.195
Clock buffer: 125 / 5.37
Tap cell: 1742 / 4.72
## critical path, cell delays in order
cell and delay, ps:
sky130_fd_sc_hd__buf_4 390, sky130_fd_sc_hd__nor2_1 100, sky130_fd_sc_hd__nand3_1 100, sky130_fd_sc_hd__buf_4 350
sky130_fd_sc_hd__o31ai_1 150, sky130_fd_sc_hd__xor2_1 170, sky130_fd_sc_hd__ha_1 360, sky130_fd_sc_hd__a21o_1 230
sky130_fd_sc_hd__a221oi_1 350, sky130_fd_sc_hd__nor2_1 130, sky130_fd_sc_hd__o311ai_0 940, sky130_fd_sc_hd__a21oi_1 250
sky130_fd_sc_hd__o21a_1 300, sky130_fd_sc_hd__nor2_1 110, sky130_fd_sc_hd__a31oi_1 90, sky130_fd_sc_hd__a31oi_1 490
sky130_fd_sc_hd__dlxtn_1 420, sky130_fd_sc_hd__clkdlybuf4s50_1 450
## cell usage in the layout, fill, tap and decap left out, drive strengths merged, types with 10 or more instances in the layout
cell           instances
edfxtp               656
nand2                219
mux4                 192
dfrtp                185
a211oi               162
clkdlybuf4s50        149
nor2b                136
clkbuf               125
conb                 113
dlxtn                100
o21ai                 84
buf                   79
mux2i                 72
nor2                  66
xor2                  55
nand3                 51
mux2                  50
a21oi                 43
ha                    38
a311oi                32
inv                   26
clkinv                25
a21o                  24
nor3                  20
xnor2                 19
a31oi                 17
o31ai                 17
or3                   14
and3                  12
nand2b                11
and2                  10
## cell usage after synthesis (6+ instances only)
| cell | count | area [sq um] |
|---|---|---|
| sky130_fd_sc_hd__ha_1 | 38 | 475 |
| sky130_fd_sc_hd__xnor2_1 | 19 | 166 |
| sky130_fd_sc_hd__nand4_1 | 9 | 56.3 |
| sky130_fd_sc_hd__nor4_1 | 6 | 37.5 |
| sky130_fd_sc_hd__and2_1 | 10 | 62.6 |
| sky130_fd_sc_hd__nand2b_1 | 11 | 68.8 |
| sky130_fd_sc_hd__or3_1 | 13 | 81.3 |
| sky130_fd_sc_hd__and3_1 | 11 | 68.8 |
| sky130_fd_sc_hd__mux2_2 | 50 | 563 |
| sky130_fd_sc_hd__o21a_1 | 7 | 52.6 |
| sky130_fd_sc_hd__a21o_1 | 24 | 180 |
| sky130_fd_sc_hd__nor2_1 | 66 | 248 |
| sky130_fd_sc_hd__edfxtp_1 | 656 | 19700 |
| sky130_fd_sc_hd__xor2_1 | 55 | 482 |
| sky130_fd_sc_hd__nand3_1 | 51 | 255 |
| sky130_fd_sc_hd__nor3_1 | 20 | 100 |
| sky130_fd_sc_hd__dfrtp_1 | 185 | 4630 |
| sky130_fd_sc_hd__a21oi_1 | 43 | 215 |
| sky130_fd_sc_hd__buf_1 | 25 | 93.8 |
| sky130_fd_sc_hd__o31ai_1 | 16 | 120 |
| sky130_fd_sc_hd__inv_1 | 20 | 75.1 |
| sky130_fd_sc_hd__nor2b_1 | 136 | 851 |
| sky130_fd_sc_hd__a211oi_1 | 162 | 1220 |
| sky130_fd_sc_hd__buf_4 | 84 | 631 |
| sky130_fd_sc_hd__dlxtn_1 | 100 | 1500 |
| sky130_fd_sc_hd__a31oi_1 | 17 | 106 |
| sky130_fd_sc_hd__nand2_1 | 219 | 822 |
| sky130_fd_sc_hd__a311oi_1 | 32 | 280 |
| sky130_fd_sc_hd__mux4_2 | 192 | 4320 |
| sky130_fd_sc_hd__clkbuf_1 | 127 | 477 |
| sky130_fd_sc_hd__o21ai_0 | 82 | 410 |
| sky130_fd_sc_hd__mux2i_1 | 72 | 721 |
| sky130_fd_sc_hd__buf_2 | 6 | 30.0 |
## state kept, by name (all words and copies together), names as in the netlist
signal	count
IR.rs	5
IR.rt	5
control.current_state	4
pc.pc_out	32
Breg.B_out	32
registermem.register	320
IR.rd	5
mem.mem_memory	320
IR.opcode	6
mem.data_out	32
Areg.A_out	32
IR.func	5
alureg.alu_ou_result	32
alu.input2	32
mdr.mdr_result	32
control.next_state	4
alu.alu_result	32
IR.jump_address	11
Power figures rest on the tool's default switching activity, not on a simulated workload.
